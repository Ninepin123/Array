==> ./design.v <==
module KeyPadScanner(
    input wire clk,
    input wire rst,
    input wire [3:0] col,     
    output reg [3:0] row,      
    output reg [3:0] key_value,
    output reg key_valid       
);
    parameter S_0 = 3'b000;   
    parameter S_1 = 3'b001;   
    parameter S_2 = 3'b010;   
    parameter S_3 = 3'b011;   
    parameter S_4 = 3'b100;   
    parameter S_5 = 3'b101;   
    reg [2:0] current_state, next_state;
    reg [5:0] scan_code;     
    reg [3:0] decode_key;   
    always @(posedge clk or posedge rst) begin
        if (rst)
            current_state <= S_0;
        else
            current_state <= next_state;
    end
    always @(*) begin
        case (current_state)
            S_0: begin
                if (col == 4'b1111)
                    next_state = S_1;
                else
                    next_state = S_5;
            end
            S_1: begin
                if (col == 4'b1111)
                    next_state = S_2;
                else
                    next_state = S_5;
            end
            S_2: begin
                if (col == 4'b1111)
                    next_state = S_3;
                else
                    next_state = S_5;
            end
            S_3: begin
                if (col == 4'b1111)
                    next_state = S_4;
                else
                    next_state = S_5;
            end
            S_4: begin
                if (col == 4'b1111)
                    next_state = S_0;
                else
                    next_state = S_5;
            end
            S_5: begin
                if (col == 4'b1111)
                    next_state = S_0;
                else
                    next_state = S_5;
            end
            default: next_state = S_0;
        endcase
    end
    always @(*) begin
        case (current_state)
            S_0: row = 4'b0000;  
            S_1: row = 4'b1110;  
            S_2: row = 4'b1101;  
            S_3: row = 4'b1011;   
            S_4: row = 4'b0111;  
            S_5: row = 4'b0000;  
            default: row = 4'b0000;
        endcase
    end
    always @(posedge clk or posedge rst) begin
        if (rst) begin
            scan_code <= 6'b111111;
            key_valid <= 1'b0;
        end
        else begin
            if (col != 4'b1111 && current_state >= S_1 && current_state <= S_4) begin
                scan_code <= {(current_state - 1), col};
                key_valid <= 1'b1;
            end
            else if (current_state == S_0) begin
                key_valid <= 1'b0;
            end
        end
    end
    always @(*) begin
        case (scan_code)
            6'b001110: decode_key = 4'h1;   
            6'b011110: decode_key = 4'h2;   
            6'b101110: decode_key = 4'h3;   
            6'b111110: decode_key = 4'hA;   
            6'b001101: decode_key = 4'h4;   
            6'b011101: decode_key = 4'h5;   
            6'b101101: decode_key = 4'h6;   
            6'b111101: decode_key = 4'hB;   
            6'b001011: decode_key = 4'h7;   
            6'b011011: decode_key = 4'h8;   
            6'b101011: decode_key = 4'h9;   
            6'b111011: decode_key = 4'hC;   
            6'b000111: decode_key = 4'hE;   
            6'b010111: decode_key = 4'h0;   
            6'b100111: decode_key = 4'hF;   
            6'b110111: decode_key = 4'hD;   
            default: decode_key = 4'h0;
        endcase
    end
    always @(posedge clk or posedge rst) begin
        if (rst)
            key_value <= 4'h0;
        else if (key_valid)
            key_value <= decode_key;
    end
endmodule
module SevenSegDecoder(
    input wire [3:0] key_value,    
    output reg [6:0] seg_out      
);
    always @(*) begin
        case (key_value)
            4'h0: seg_out = 7'b1111110;   
            4'h1: seg_out = 7'b0110000;   
            4'h2: seg_out = 7'b1101101;   
            4'h3: seg_out = 7'b1111001;   
            4'h4: seg_out = 7'b0110011;   
            4'h5: seg_out = 7'b1011011;   
            4'h6: seg_out = 7'b1011111;   
            4'h7: seg_out = 7'b1110000;   
            4'h8: seg_out = 7'b1111111;   
            4'h9: seg_out = 7'b1111011;   
            4'hA: seg_out = 7'b1110111;   
            4'hB: seg_out = 7'b0011111;   
            4'hC: seg_out = 7'b1001110;   
            4'hD: seg_out = 7'b0111101;   
            4'hE: seg_out = 7'b1001111;   
            4'hF: seg_out = 7'b1000111;   
            default: seg_out = 7'b0000000;  
        endcase
    end
endmodule
module KeyPadWithDisplay(
    input wire clk,
    input wire rst,
    input wire [3:0] col,          
    output wire [3:0] row,       
    output wire [6:0] seg_out,     
    output wire key_valid          
);
    wire [3:0] key_value;
    KeyPadScanner keypad_inst (
        .clk(clk),
        .rst(rst),
        .col(col),         
        .row(row),         
        .key_value(key_value),
        .key_valid(key_valid)
    );
    SevenSegDecoder seg_inst (
        .key_value(key_value),
        .seg_out(seg_out)
    );
endmodule
==> ./run.sh <==
#!/bin/bash
# OpenROAD 26Q1-2900-gdf79404cd8, Yosys 0.63+post, stock flow scripts
make -C /OpenROAD-flow-scripts/flow DESIGN_CONFIG=/design/flow/config.mk WORK_HOME=/design/flow/orfs finish
==> ./config.mk <==
export PLATFORM = sky130hd
export DESIGN_NAME = KeyPadWithDisplay
export DESIGN_NICKNAME = KeyPadWithDisplay
export VERILOG_FILES = /design/flow/design.v
export SDC_FILE = /design/flow/constraint.sdc
export NUM_CORES = 4
export LEC_CHECK = 1
export CORE_AREA = 10 10 100 100
export DIE_AREA = 0 0 110 110
==> ./constraint.sdc <==
current_design KeyPadWithDisplay

set clk_period 2.1
set clk_io_pct 0.2

create_clock -name clk0 -period $clk_period [get_ports {clk}]

set non_clock_inputs [all_inputs -no_clocks]
set_input_delay [expr $clk_period * $clk_io_pct] -clock clk0 $non_clock_inputs
set_output_delay [expr $clk_period * $clk_io_pct] -clock clk0 [all_outputs]
==> impl_metrics.py <==
# Synthesis and PnR figures
metrics = {
    "power_and_ir_drop": {
        "finalPower_w": 0.00158,
        "ir_drop_uv": 382,
        "p_leak_nw": 0.703,
        "powerDensity_nw_per_um2": 934,
    },
    "global_routing": {
        "track_usage": 0.0443,
        "gr-total-overflow": 0,
        "grt_pass1_vias": 950,
        "antenna_found_initial": 0,
        "grt_max_degree": 20,
        "grt_pass1_wl_um": 4460,
    },
    "yosys": {
        "top_area_frac": 0.246,
        "yosys_area_sq_um": 1220,
        "ys_seq_share": 0.396,
        "synth.avg_cell_area_sq_um": 9.94,
        "syn-instance-count": 123,
        "ys_types": 38,
        "ys_cells": 123,
        "ys.warnings.count": 2,
        "async_flop_share": 1.00,
        "syn_area_sq_um": 1220,
        "synth_top_flop_cell": "dfrtp_1",
        "ys_seq_elements": 19,
        "yosys-top-cells-count": "dfrtp_1 (12), inv_1 (12), ha_1 (10), nor2_1 (8)",
        "yosysTopAreaCell": "dfrtp_1",
        "edf_count": 0,
        "area_leaders": "dfrtp_1 (25%), dfstp_2 (15%), ha_1 (10%)",
    },
    "placement": {
        "io_buffers": 17,
        "globalplace.congestion": 0.793,
        "dp_hpwl_um": 1850,
    },
    "clock_network": {
        "cts_tree": "done",
        "clockBufferDepth": 2,
        "cts_buffers": 3,
        "clk_pin_slew_worst_paths_ns": 0.08,
        "cts-root-buf": "clkbuf_8",
        "cts_hold_buf": 0,
        "worstSkewPairLatency_ns": 0.26,
        "cts.sinks": 19,
        "htreeDepth": 1,
    },
    "routing": {
        "wl_per_cell_um": 9.90,
        "drc": 0,
        "num_vias": 982,
        "drtPass1Iterations": 4,
        "wl_um": 2550,
        "drt_iter0_markers": 56,
        "drtAntennaViolNets": 0,
        "routed_via_density": 3.82,
        "antenna_cells": 0,
    },
    "worst_setup_path": {
        "crit_fanout": 3,
        "cp-start-kind": "flop",
        "cp_cell_sequence": "inv_2 -> buf_12 -> ha_4 -> inv_2 -> mux4_2 -> inv_2 -> buf_2",
        "end_kind": "output port",
        "critPathLaunch": "keypad_inst.key_value[1]$_DFFE_PP0P_",
        "cpMostUsedCell": "inv_2",
        "crit_arrival_ns": 1.68,
        "cp.required_ns": 1.68,
        "crit_slowest_cell": "mux4_2",
        "r2r-start": "keypad_inst.scan_code[0]$_DFFE_PP1P_",
        "max_stage_delay_ns": 0.45,
        "criticalPathCategory": "reg2out",
    },
    "timing": {
        "relSlewSlack": 0.682,
        "rsz0062_at_grt": "true",
        "finalHoldViolCount": 0,
        "slew_violations": 0,
        "tightest_slew_ns": 0.477,
        "fin_crit_sh": 0.998,
        "setup_violations": 0,
        "fin_crit_ns": 2.10,
        "timing.fmax_mhz": 477,
        "tns_ns": 0,
        "clock_skew_ns": 0.000662,
    },
    "run_status": {
        "status": "finished clean",
    },
    "floorplanning": {
        "design.core.area_sq_um": 7810,
        "die_x_um": 110,
        "die-area_sq_um": 12100,
        "ios": 18,
        "fp_util": 0.157,
        "rows": 32,
        "die_y_um": 110,
    },
    "layout": {
        "logic_area_sq_um": 701,
        "n_fill_cell": 841,
        "drive_gt1_frac": 0.355,
        "seqCellArea_sq_um": 484,
        "finish.utilization": 0.217,
        "area_delta_synth_final_pct": 38.5,
    },
    "run": {
        "drv_cap": 0,
        "warning_count": 34,
    },
    "hold_path": {
        "hold_path_class": "reg2reg",
    },
}
## layout by cell type (no fill, tap or decap), types with 3 or more instances in the layout
master,instances
dfstp_2,7
ha_1,5
inv_1,8
nand2_1,6
nor2b_1,6
mux2_2,6
a31oi_1,3
a21oi_1,5
ha_2,4
buf_4,14
clkbuf_8,3
dlygate4sd2_1,4
and2_2,4
inv_2,4
clkdlybuf4s50_1,10
or3_1,5
nor2_1,8
dfrtp_1,12
## power breakdown
group,internal (W),total [W],switching [W]
sequential,0.000443,0.000563,0.000120
combinational,0.000466,0.000754,0.000288
clock,0.000134,0.000264,0.000130
total,0.00104,0.00158,0.000538
## what timing repair did
item | 4_1_cts | 5_1_grt
setup endpoints to repair | 7 | 4
gates resized | 16 | 10
pin swaps | 4 | 1
setup buffers | 5 | 0
## layer usage
layer | share of wire | wire length [um] | track usage
met5 | 0 | 0 | 0
met4 | 0 | 0 | 0.00186
met3 | 0.10 | 261 | 0.0176
met2 | 0.40 | 1020 | 0.0627
met1 | 0.50 | 1270 | 0.0655
## critical path: cells and delay by family, from the launching register on
family                     cells  cell delay, ns
muxes                          1            0.45
buffers and inverters          5            0.34
DFF                            1            0.38
adders and majority gates      1            0.25
## path summary, 6_finish.rpt
kind                       slack (ns)                              endpoint  cells after the start
max                             0.004                            seg_out[3]                      7
min                              0.44  keypad_inst.scan_code[4]$_DFFE_PP1P_                      1
max reg2reg                      0.53  keypad_inst.key_value[0]$_DFFE_PP0P_                      5
min reg2reg                      0.44  keypad_inst.scan_code[4]$_DFFE_PP1P_                      1
max in group asynchronous        1.35  keypad_inst.scan_code[0]$_DFFE_PP1P_                      3
min in group asynchronous        0.49  keypad_inst.key_value[1]$_DFFE_PP0P_                      3
## logic make-up (layout without fill, tap and decap cells)
| kind of cell | Yosys count | count (layout) | share of synthesized area |
|---|---|---|---|
| compound gates | 23 | 23 | 0.132 |
| xor+xnor | 3 | 3 | 0.0215 |
| fa+ha+maj | 10 | 10 | 0.102 |
| buf+inv | 17 | 49 | 0.0563 |
| flops | 19 | 19 | 0.396 |
| mux | 9 | 9 | 0.0901 |
| simple gates | 42 | 42 | 0.202 |
## stage by stage
| stage | worst slack [ns] | hold slack, ns | cell area [sq um] | std cells |
|---|---|---|---|---|
| floorplan | 0.430 | 0.366 | 1220 | 123 |
| global placement | -0.0166 | 0.430 | 1580 | 248 |
| detailed placement | -0.0342 | 0.431 | 1580 | 248 |
| CTS | 0.00399 | 0.445 | 1690 | 257 |
| global route | -0.0830 | 0.479 | 1690 | 257 |
| finish | 0.00410 | 0.444 | 1690 | 257 |
## area by class of cell
type	count	area share
sequential	19	0.286
inverter	12	0.0266
timing repair buffer	33	0.169
tap	102	0.0754
clock inverter	1	0.00443
multi-input combinational	87	0.414
clock buffer	3	0.0244
Power figures rest on the tool's default switching activity, not on a simulated workload.
